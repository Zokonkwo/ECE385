`flow/config.mk`:
```
export PLATFORM = sky130hd
export DESIGN_NAME = sync_debounce
export DESIGN_NICKNAME = sync_debounce
export VERILOG_FILES = /design/flow/design.v
export SDC_FILE = /design/flow/constraint.sdc
export NUM_CORES = 4
export LEC_CHECK = 1
export CORE_AREA = 10 10 95 95
export DIE_AREA = 0 0 105 105
```
`flow/constraint.sdc`:
```
current_design sync_debounce

set clk_period 1.9
set clk_io_pct 0.2

create_clock -name clk0 -period $clk_period [get_ports {clk}]

set non_clock_inputs [all_inputs -no_clocks]
set_input_delay [expr $clk_period * $clk_io_pct] -clock clk0 $non_clock_inputs
set_output_delay [expr $clk_period * $clk_io_pct] -clock clk0 [all_outputs]
```
`flow/design.v`:
```
localparam COUNTER_WIDTH = 15; 
module sync_debounce (
	input  logic clk, 
	input  logic d, 
	output logic q
);
	logic ff1, ff2, q;
	logic [COUNTER_WIDTH : 0] counter;
	always_ff @(posedge clk) begin
		ff1 <= d;  
		ff2 <= ff1;  
		if (~(ff1 ^ ff2)) begin  
		  if (~counter[COUNTER_WIDTH]) begin
		      counter <= counter + 1'b1;  
		  end else begin
		      q <= ff2;  
		  end
	    end else begin
	       counter <= '0;  
	    end
	end
endmodule
```
`flow/run.sh`:
```
#!/bin/bash
# OpenROAD 26Q1-2900-gdf79404cd8, Yosys 0.63+post, stock flow scripts
make -C /OpenROAD-flow-scripts/flow DESIGN_CONFIG=/design/flow/config.mk WORK_HOME=/design/flow/orfs finish
```
==> deck_impl_summary.md <==
Run Summary

Outcome
  • Status: finished clean

Final layout
  • Share of cells above drive strength 1: 7.61%
  • Final core utilization: 14.8%
  • Comb gate area: 424 um2
  • Synth-to-layout area growth: 21.4%
  • Final Cell Area: 1020 um2
  • Fillers: 796
  • FF/Latch Area: 390 um2

Worst setup path
  • Critical path type: reg2reg
  • R2r startpoint: counter[3]
  • Reg-to-reg slack, setup: 0.30 ns
  • Critical Path Source: counter[3]
  • Worst-path maximum fanout: 15
  • CP Launch Type: flip-flop
  • Worst Path Required: 2.08 ns
  • Critical Path AT: 1.78 ns
  • Endpoint class of the critical path: flip-flop

STA
  • Worst slew pin tran: 0.496 ns
  • Hold Fails Final Rpt: 0
  • Fin Setup TNS: 0 ns
  • Final setup fails: 0
  • Slew headroom: 66.9%
  • RSZ-0062 raised after global routing: no
  • Cycle use final: 84.2%
  • Final min period: 1.60 ns
  • Fmax: 625 MHz
  • Slew Viols, Final: 0
  • Fin Clk Skew: 0.00124 ns
  • Final WS setup: 0.300 ns

Yosys
  • Synth Cell Area: 842 um2
  • Flops & latches, synth: 19
  • Synth Instances: 87
  • Post-synthesis sequential area ratio: 46.4%
  • Yosys cell count: 87
  • Area leader, netlist: dfxtp_1
  • Synth area leaders: dfxtp_1, mux2i_1, xor2_1
  • Max-area cell share: 42.8%
  • Mean area per synthesized cell: 9.68 um2
  • Area figure in the yosys stat output: 842 um2
  • Yosys warnings: 1
  • Distinct cells, synth: 28

Clock network
  • Clock sink total: 19
  • CTS root buf: clkbuf_8
  • Clk slew on worst S/H paths: 0.07 ns
  • Clock Path Buffers: 2
  • Clock Latency Late Sink: 0.25 ns
  • Post-CTS Resized: 0
  • Htree depth: 1
  • CTS Buf Count: 3
  • # hold bufs at CTS: 0
  • CTS tree: built
  • Post-CTS setup buffer count: 0

Routing
  • DRC: 0
  • Ant diodes: 0
  • DRT Pass-1 Iters: 4
  • Routed Antenna Nets: 0
  • WL final: 1330 um
  • Vias: 618
  • DR vias/cell: 3.29
  • DR iter-0 viols: 44
  • Routed len/inst: 7.07 um

Die
  • Chip area: 11,000 um2
  • Starting Density: 12.2%
  • # IOs: 3
  • Die X-Extent: 105 um
  • Die H: 105 um
  • Core box area: 6910 um2
  • Rows: 30

Place
  • RePlAce Congestion: 0.718
  • HPWL Detailed: 908 um
  • Dpl cell area: 977 um2
  • Worst slack, placed: 0.347 ns
  • Port bufs: 2

Global routing
  • Initial antenna violation count: 0
  • Total GRT Usage: 2.54%
  • First-pass GRT wire length: 2450 um
  • Overflow after GRT: 0
  • Pin count of the biggest net entering global routing: 16
  • Vias in the first global route: 568

Pwr
  • Gate power share: 6.7%
  • Leak: 0.324 nW
  • Peak supply drop: 0.593 mV
  • NetSw: 0.172 mW
  • Switch share: 22.6%
  • Clk pwr share: 36.2%
  • PD cells: 744 nW/um2
  • Flop pwr share: 57.1%
  • Int Power: 0.589 mW
  • Final Power: 0.761 mW

Hold path
  • Hold Startpoint: ff1
  • Hold Path Class: reg2reg

Flow run
  • Max Cap Viol: 0
  • Tool warning count: 25
[registers in the layout, indices dropped and copies added (netlist names)]
| register | count |
|---|---|
| ff1 | 1 |
| ff2 | 1 |
| counter | 16 |
| q | 1 |
[through the flow]
| stage | cells | hold slack (ns) |
|---|---|---|
| finish | 188 | 0.391 |
| global route | 188 | 0.406 |
| CTS | 188 | 0.395 |
| detailed placement | 184 | 0.385 |
| global placement | 184 | 0.382 |
| floorplan | 87 | 0.375 |
[placed cells by master, fill, tap and decap left out]
master,n
nand4_1,3
nand4b_1,1
or4_1,4
clkbuf_1,1
clkdlybuf4s50_1,2
nand3_1,3
nor2_1,5
nor4_1,5
clkbuf_8,3
xor2_1,4
xnor2_1,2
dfxtp_1,18
inv_1,2
nand2b_1,4
or3_2,1
nand2_1,7
o21ai_0,2
a21oi_1,6
o21a_1,1
nand4b_4,1
ha_1,1
edfxtp_1,1
o31ai_1,4
mux2i_1,5
nor2b_1,1
buf_4,2
and2_1,1
nand3b_1,1
or3_1,1
[logic make-up (layout without fill, tap and decap cells)]
group                    after synthesis  after routing  synth area share, %
AND-OR/OR-AND                         13             13                 9.21
buffers and inverters                  5             10                 3.27
XOR/XNOR                               6              6                 6.24
AND/OR/NAND/NOR                       38             38                 27.5
adder cells (fa/ha/maj)                1              1                 1.49
flip-flops                            19             19                 46.4
multiplexers                           5              5                 5.94
[critical path, cell delays in order (launching register included)]
cell and delay, ns:
dfxtp_1 0.38, nand3_1 0.38, or4_1 0.62, a21oi_1 0.15
[synth_stat cells]
library cell,instances
nor4_1,5
nand3b_1,1
xor2_1,4
nand3_1,3
ha_1,1
nand2b_1,4
nand4b_4,1
nor2_1,5
mux2i_1,5
and2_1,1
clkbuf_1,1
buf_6,1
o31ai_1,4
edfxtp_1,1
or3_2,1
o21ai_0,2
o21a_1,1
dfxtp_1,18
or3_1,1
nand4b_1,1
or4_1,4
nand4_1,3
nor2b_1,1
a21oi_1,6
xnor2_1,2
inv_1,2
nand2_1,7
buf_2,1
[final timing paths]
check | to | cells after the start
setup / recovery | counter[10] | 3
setup reg to reg | counter[10] | 3
hold reg to reg | ff2 | 0
hold / removal | ff2 | 0
[area by class of cell]
cell class                 instances  area share (%)
tap                               96            11.8
clock buffer                       4            4.41
multi-input combinational         63            41.5
timing repair buffer               4            3.43
inverter                           2           0.734
sequential                        19            38.2
[power by group through the flow]
| stage | Combinational [mW] | Sequential, mW | Clock (mW) |
|---|---|---|---|
| 4_1_cts | 0.0520 | 0.434 | 0.289 |
| 5_1_grt | 0.0585 | 0.436 | 0.310 |
| 6_report | 0.0510 | 0.434 | 0.275 |
[layer usage]
metal | GRT usage, % | vias up | share of wire (%)
met1 | 3.49 | 283 | 50
met2 | 3.83 | 7 | 44
met5 | 0 | - | 0
met4 | 0.196 | 0 | 0.90
li1 | - | 326 | -
met3 | 0.994 | 2 | 5.0
Power is estimated from default activity; no workload was simulated.
