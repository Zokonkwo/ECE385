<file path="./config.mk">
export PLATFORM = sky130hd
export DESIGN_NAME = reg_8
export DESIGN_NICKNAME = reg_8
export VERILOG_FILES = /design/flow/design.v
export SDC_FILE = /design/flow/constraint.sdc
export NUM_CORES = 4
export LEC_CHECK = 1
export CORE_AREA = 10 10 71 71
export DIE_AREA = 0 0 81 81
</file>
<file path="./constraint.sdc">
current_design reg_8

set clk_period 1.1
set clk_io_pct 0.2

create_clock -name clk0 -period $clk_period [get_ports {Clk}]

set non_clock_inputs [all_inputs -no_clocks]
set_input_delay [expr $clk_period * $clk_io_pct] -clock clk0 $non_clock_inputs
set_output_delay [expr $clk_period * $clk_io_pct] -clock clk0 [all_outputs]
</file>
<file path="./design.v">
module reg_8(input logic      Clk, Reset, Shift_In, Load, Shift_En,
            input logic      [7:0] D,
            output logic     Shift_Out,
            output logic     [7:0] Data_Out);
    always_ff @ (posedge Clk)
    begin
      if(Reset)
        Data_Out <= 8'h0;
      else if (Load)
        Data_Out <= D;
      else if (Shift_En)
        Data_Out <= {Shift_In, Data_Out[7:1]};
    end
    assign Shift_Out = Data_Out[0];
 endmodule
</file>
<file path="./run.sh">
#!/bin/bash
# OpenROAD 26Q1-2900-gdf79404cd8, Yosys 0.63+post, stock flow scripts
make -C /OpenROAD-flow-scripts/flow DESIGN_CONFIG=/design/flow/config.mk WORK_HOME=/design/flow/orfs finish
</file>
==> job_summary.md <==
### Flow metrics

| Metric | Value |
|---|---|
| Status | `finished, final reports clean` |
| Capturing element type of the critical path | `output port` |
| Sequential Area | `roughly 170 sq um` |
| Total cell area reported by yosys after synthesis | `around 380 sq um` |
| Mean Syn Cell Area | `10.46 sq um` |
| Die x size | `~80 microns` |
| Most numerous logic cell after layout | `sky130_fd_sc_hd__clkdlybuf4s50_1` |
| Synthesis-to-layout area growth | `95.35%` |
| Die outline area | `0.006561 sq mm` |
| Mean number of vias per cell | `about 3.3` |
| WP data required | `between 0.8 and 0.9 ns` |
| Buf/Inv on CP | `1` |
| Startpoint of the lowest-slack register-to-register path | `Data_Out[1]` |
| Count of maximum capacitance violations | `0` |
| Fmax | `roughly 1.0 GHz` |
| Number of antenna violations at the first check in global routing | `0` |
| Count of final max-slew check failures | `0` |
| Placed instance area | `between 600 and 700 sq um` |
| Routed len/inst | `between 10 and 15 microns` |
| Leakage | `0.0003271 uW` |
| Worst-margin pin slew | `approximately 0.33 ns` |
| Number of register bits inferred by synthesis | `8` |
| Total Wirelength | `~1.2 mm` |
| Max-Slew Margin vs Limit | `0.7821` |
| Worst Setup Path Type | `register to output port` |
| Non-Filler Instances | `around 110` |
| Final estimated routing congestion in global placement | `~0.7` |
| Count of placed standard cells including taps | `around 100` |
| CTS tree | `yes` |
| Final antenna diode count | `0` |
| Cell with the largest stage delay on the worst path | `sky130_fd_sc_hd__dfxtp_2` |
| CP top delay family | `flip-flops` |
| Cell area after synthesis | `about 380 sq um` |
| Number of hold violations in the final report | `0` |
| Simple-gate share of the synthesized area | `0.1329` |
| Yosys xor share | `0` |
| Fill cell instance count of the final layout | `roughly 400` |
| Hold Path Origin | `Load` |
| Area fraction in mux cells | `0.2126` |
| Worst setup margin | `just under 0.1 ns` |
| Overall Global Routing Usage | `0.03898` |
| Maximum cell stage delay along the critical path | `roughly 0.32 ns` |
| Congestion Overflow GR | `0` |
| Setup Slack @ Placement | `-0.2073 ns` |
| YS warnings | `1` |
| Adder and majority gate portion of the synthesized area | `0` |
| Setup TNS Final | `0 ns` |
| Std-Cell Rows | `22` |
| Hold-fix buffers at CTS | `0` |
| Maximum fanout encountered on the critical timing path | `3` |
| Total chip power | `around 840 uW` |
| IR drop worst, VDD | `0.4899 mV` |
| Vias in the first global route | `approximately 430` |
| Logic area | `around 200 sq um` |
| Biggest regs | `Data_Out: 8 flops` |
| Cell Pwr Density | `~1100 mW/mm^2` |
| Cell count after synthesis | `36` |
| Pin count of the biggest net entering global routing | `10` |
| Top-Level Pins | `22` |
| Fraction of the mapped netlist area in compound gates | `0.1595` |
| Period utilization | `0.9122` |
| Setup repair after global routing missed its margin | `no` |
| Maximum clock insertion buffer count | `2` |
| Number of flip-flops under the largest register name | `8` |
| Effective utilization at floorplan | `0.1037` |
| Wire length of the first global-routing pass | `~2 mm` |
| Number of unique standard cell types used by synthesis | `8` |
| DR iter-0 viols | `19` |
| Number of buffers inserted during clock tree synthesis | `3` |
| Number of warnings in the stage logs | `25` |
| Largest register by flop count | `Data_Out` |
| Seq/Total Area, Yosys | `0.4252` |
| Placeable core area | `~0.0036 sq mm` |
| Data arrival time of the critical path | `roughly 0.78 ns` |
| Summed area of non-filler cells in the final layout | `approximately 740 sq um` |
| Number of port buffers | `21` |
| Dominant logic cell types in the final layout | `sky130_fd_sc_hd__clkdlybuf4s50_1 (10), sky130_fd_sc_hd__dlygate4sd2_1 (9), sky130_fd_sc_hd__dfxtp_2 (8), sky130_fd_sc_hd__nor2b_1 (8)` |
| DP Wirelength | `a little over 900 microns` |
| Critical path launch point | `Data_Out[7]` |
| Height of the chip | `just over 80 microns` |
| Antenna-violating nets left | `0` |
| Worst setup SP type | `register` |
| Path type of the worst min-delay path | `input port to register` |
| Time the worst path needs with I/O delays and setup | `roughly 1 ns` |
| H-tree level count | `1` |
| Cell count listed in synth_stat.txt | `36` |
| Slack of the worst reg-to-reg path | `roughly 0.28 ns` |
| # clock sinks | `8` |
| CTS clock-pin slew for the worst setup and hold paths | `~0.04 ns` |
| Post-detailed-route DRC marker count | `0` |
| Share of post-route cells with drive strength above 1 | `0.3175` |
| Root buffer selected by CTS | `sky130_fd_sc_hd__clkbuf_8` |
| Cell chain of the critical path | `dlygate4sd2_1` |
| Final clock skew | `approximately 0.0024 ns` |
| Main combinational cell family by area after synthesis | `multiplexers` |
| Number of optimization iterations in the first detailed-route pass | `4` |
| Latest clock arrival within the worst-skew pair | `roughly 0.22 ns` |
| Routed vias | `approximately 370` |
| Final count of negative-setup-slack endpoints | `0` |
-- cells by family after synthesis --
family,Yosys count
DFF,8
AOI/OAI and AO/OA,8
muxes,8
buffers and inverters,4
and+or+nand+nor,8
-- path summary, 6_finish.rpt --
| kind | endpoint | cells after the start |
|---|---|---|
| setup / recovery | Data_Out[7] | 1 |
| hold / removal | Data_Out[4] | 3 |
| setup reg to reg | Data_Out[0] | 3 |
| hold reg to reg | Data_Out[6] | 2 |
-- layout make-up --
cell class / instances / share of cell area
multi-input cells: 24 / 0.2704
clock buffers: 3 / 0.05612
flip-flops and latches: 8 / 0.2313
repair buffers: 27 / 0.3554
inverters: 1 / 0.005102
well taps: 48 / 0.08163
-- cell usage after synthesis --
cell,n,area (sq um)
sky130_fd_sc_hd__nor2b_1,8,50.05
sky130_fd_sc_hd__mux2i_1,8,80.08
sky130_fd_sc_hd__a211oi_1,8,60.06
sky130_fd_sc_hd__buf_6,1,11.26
sky130_fd_sc_hd__dfxtp_1,8,160.2
sky130_fd_sc_hd__inv_2,1,3.750
sky130_fd_sc_hd__buf_1,1,3.750
sky130_fd_sc_hd__buf_4,1,7.510
-- per-stage QoR --
step,util,hold slack (ns)
finish,0.2025,0.5249
global route,0.2025,0.5724
CTS,0.2018,0.5645
detailed placement,0.1794,0.5623
global placement,0.1794,0.5603
floorplan,-,0.4109
-- timing repair --
item / in CTS / in global routing
endpoints found under the setup margin: 9 / 9
buffers inserted: 5 / 0
resized: 18 / 4
-- report_power, final --
group	internal, uW	switching [uW]
Combinational	114	55.5
Sequential	318	13.4
Clock	236	101
-- routing by layer --
metal | track usage | vias to the layer above | wire (microns)
met5 | 0 | - | 0
li1 | - | 183 | -
met4 | 0.003460 | 0 | 4
met3 | 0.03007 | 2 | 186
met2 | 0.05016 | 18 | 444
met1 | 0.05203 | 167 | 568
Power is estimated from default activity; no workload was simulated.
